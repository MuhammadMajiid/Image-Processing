--- flow/run.sh ---
#!/bin/bash
# OpenROAD 26Q1-2900-gdf79404cd8, Yosys 0.63+post, stock flow scripts
make -C /OpenROAD-flow-scripts/flow DESIGN_CONFIG=/design/flow/config.mk WORK_HOME=/design/flow/orfs finish
--- flow/constraint.sdc ---
current_design effects

set clk_period 5.4
set clk_io_pct 0.2

create_clock -name clk0 -period $clk_period [get_ports {clk}]

set non_clock_inputs [all_inputs -no_clocks]
set_input_delay [expr $clk_period * $clk_io_pct] -clock clk0 $non_clock_inputs
set_output_delay [expr $clk_period * $clk_io_pct] -clock clk0 [all_outputs]
--- flow/config.mk ---
export PLATFORM = sky130hd
export DESIGN_NAME = effects
export DESIGN_NICKNAME = effects
export VERILOG_FILES = /design/flow/design.v
export SDC_FILE = /design/flow/constraint.sdc
export NUM_CORES = 4
export LEC_CHECK = 1
export CORE_UTILIZATION = 50
--- flow/design.v ---
`timescale 1ns/1ps
module effects
#(
    parameter VALUE = 70   
)
(
    input         clk,
    input         rst,
    input         start,
    input  [1:0]  eff,             
    input  [23:0] pixel_in,        
    output reg [23:0] pixel_out,   
    output reg        done,
    output [$clog2(900)-1:0] wr_adrr,   
    output [$clog2(900)-1:0] rd_adrr    
);
reg crnt_st, nxt_st;
reg  [$clog2(900)-1:0] rd_address, rd_address_r;
reg  [$clog2(900)-1:0] wr_address, wr_address_r;
reg  [$clog2(900)-1:0] count, count_r;
reg  [7:0] temp;
reg  [8:0] stg_1;
wire [7:0] red, blue, green;
integer temp_r, temp_b, temp_g;
localparam NONE      = 2'h0,
           BRIGHTEN  = 2'h1,
           DARKEN    = 2'h2,
           INVERSION = 2'h3;
localparam IDLE   = 1'b0,
           ACTIVE = 1'b1;
assign blue  = pixel_in[7:0];
assign green = pixel_in[15:8];
assign red   = pixel_in[23:16];
always @(posedge clk) begin
    if (rst) begin
        rd_address_r <= 0;
        wr_address_r <= 0;
        count_r      <= 0;
        crnt_st      <= IDLE;
    end
    else begin
        rd_address_r <= rd_address;
        wr_address_r <= wr_address;
        count_r      <= count;
        crnt_st      <= nxt_st;
    end
end
always @* begin
    rd_address  = rd_address_r;
    wr_address  = wr_address_r;
    count       = count_r;
    nxt_st      = crnt_st;
    done        = 1'b0;
    temp_r      = 0;
    temp_b      = 0;
    temp_g      = 0;
    temp        = 0;
    stg_1       = 0;
    case (crnt_st)
        IDLE : begin
            if (start) begin
                nxt_st        = ACTIVE;
                rd_address    = 0;
                wr_address    = 0;
                done          = 1'b0;
            end 
            else begin
                nxt_st        = IDLE;
                done          = 1'b1;
            end
        end
        ACTIVE : begin
            case (eff)
                NONE : begin
                    pixel_out = pixel_in;
                end
                BRIGHTEN : begin
                    temp_b = blue  + VALUE;
                    temp_g = green + VALUE;
                    temp_r = red   + VALUE;
                    if(temp_b > 255) pixel_out[7:0]   = 8'd255;
                    else             pixel_out[7:0]   = temp_b;
                    if(temp_g > 255) pixel_out[15:8]  = 8'd255;
                    else             pixel_out[15:8]  = temp_g;
                    if(temp_b > 255) pixel_out[23:16] = 8'd255;
                    else             pixel_out[23:16] = temp_b;
                end
                DARKEN : begin
                    temp_b = blue  - VALUE;
                    temp_g = green - VALUE;
                    temp_r = red   - VALUE;
                    if(temp_b < 0) pixel_out[7:0]   = 8'd0;
                    else           pixel_out[7:0]   = temp_b;
                    if(temp_g < 0) pixel_out[15:8]  = 8'd0;
                    else           pixel_out[15:8]  = temp_g;
                    if(temp_r < 0) pixel_out[23:16] = 8'd0;
                    else           pixel_out[23:16] = temp_r;
                end
                INVERSION : begin
                    stg_1 = ((red + green + blue) << 1) + (red + green + blue);
                    temp  = stg_1 >> 2;
                    pixel_out = {2'b00,temp[7:2],2'b00,temp[7:2],2'b00,temp[7:2]};
                end
                default: pixel_out = 24'bx;
            endcase
            if(count_r == 899) begin
                count  = 0;
                done   = 1'b1;
                nxt_st = IDLE;
            end
            else begin
                nxt_st     = ACTIVE;
                rd_address = rd_address_r + 1;
                wr_address = wr_address_r + 1;
                count      = count_r + 1;
                done       = 1'b0;
            end
        end
    endcase
end
assign wr_adrr  = wr_address_r;
assign rd_adrr  = rd_address_r;
endmodule
==> out/metrics.cfg <==
[clocking]
root_buffer=clkbuf_8
postCtsHoldBufs=0
h-tree-depth=2
cts_buffer_depth=2
cts_buffers=5
post_cts_resized=0
clkLatencyLatePin_ns=0.28
cts_setup_buffers=0
cts_tree=yes
clk_pin_slew_ns=0.07

[routing]
drc_errors=0
drt-pass1-iter-count=4
routed_via_density=5.80
diodes=0
routedWlPerCell_um=14.7
drtIter0Drc=216
num_vias=3632
ant_nets=0
wirelength_mm=9.22

[hold_path]
worstHoldStart=wr_address_r[9]$_SDFFE_PP0P_
hold_path_class=reg -> reg

[final_timing]
finalHoldViolCount=0
rsz0062_at_grt=no
setup_tns_ns=0
slew_viol_final=0
setup_viol=0
untimed_endpoints=48
relSlewSlack=0.448
whs_ns=0.518
unclocked_regs=24
min_period_ns=3.88
fin_worst_skew_ns=0.00653
finalCritPeriodShare=0.718
worst_pin_slew_ns=0.825
clock.fmax_ghz=0.258

[finish]
final_common_cell=clkdlybuf4s50_1
post-route-util=0.654
area_growth_syn_to_layout_pct=22.9
drive_above_1_share=0.0358
fill_cells=594
instances_no_fill=626
final_cell_mix=73 x clkdlybuf4s50_1, 57 x nor2_1, 47 x a21oi_1, 40 x o21ai_0, 31 x dfxtp_1
final_area_mm2=0.00454

[floorplanning]
rows=30
num_io_pins=74
dieWidth_um=87.9
fp-utilization=0.532
core_mm2=0.00694
die_h_um=87.9
chip_area_mm2=0.00773

[synth]
yosys_warnings=1
ys_types=73
ys_ff=55
top_cell_area_share=0.168
ys_async_sr_fraction=0
synthCells=469
yosys.area.top_type=dfxtp_1
ff_type=dfxtp_1
postSynthAreaPerCell_um2=7.87
syn_area_mm2=0.00369
area_leaders=dfxtp_1 17%, dlxtp_1 9.8%, ha_1 7.8%, a21oi_1 6.4%, nor2_1 5.8%
ys_cells=469
edf_count=0
yosys-stat-area_mm2=0.00369

[placed_design]
gp_congestion=0.923
place_inst=618
dpl_cell_area_mm2=0.00444
hpwl_mm=6.93
port_buffers=73

[pwr]
p_leak_nw=1.83
ir_worst_vdd_v=0.000214
sw_frac_of_total=0.388
seqPwrFrac=0.263
clkPwrFrac=0.189
combPwrFrac=0.548
p_int_uw=641
p_per_area_mw_per_mm2=231
p_switching_uw=406

[worst_setup_path]
required_ns=4.32
end_kind=output pin
worstSetupStartpoint=start
cp.arrival_ns=2.80
path_max_fanout=16
r2r-start=count_r[0]$_SDFFE_PP0P_
critPathKind=in -> out
worstSetupStartpointType=input port

[run_status]
status=finished, final reports clean

[global_route]
grt_pass1_wl_mm=15.7
grtUsageTotal=0.263
grt_max_degree=36
antenna_found_initial=0
overflow=0
grt_pass1_vias=3295

[job]
openroad.warnings=31
cap_violations=0

-- sequential cells by signal (all words and copies together), names as in the netlist --
name,cells
count_r,10
crnt_st,1
pixel_out,24
rd_address_r,10
wr_address_r,10
-- path summary, 6_finish.rpt --
kind,cells after the start,to,slack [ns]
setup / recovery,5,done,1.52
hold / removal,2,wr_address_r[9]$_SDFFE_PP0P_,0.52
setup reg to reg,7,wr_address_r[6]$_SDFFE_PP0P_,3.02
hold reg to reg,2,wr_address_r[9]$_SDFFE_PP0P_,0.52
-- routing by layer --
metal	part of all wire	GRT usage	vias up
met5	0	0	-
met4	0.023	0.0551	0
met3	0.055	0.0305	17
met2	0.48	0.440	110
met1	0.44	0.374	1664
li1	-	-	1841
-- power by group through the flow --
stage                 clock, mW  sequential, mW  combinational, mW
final                     0.198           0.275              0.574
after CTS                 0.205           0.275              0.570
after global routing      0.217           0.277              0.644
-- cell usage after synthesis, types with 3 or more instances --
library cell	n
nand3_1	12
nor3_1	12
nand2_1	24
dlxtp_1	24
o31ai_1	3
ha_1	23
o32ai_1	3
xor2_1	14
o21ai_0	40
or3_1	3
nor2_1	57
fa_1	9
a22oi_1	6
and3_1	10
xnor2_1	11
nor3b_1	4
o21a_1	4
buf_2	5
dfxtp_1	31
a211oi_1	6
a31oi_1	4
a21o_1	9
clkbuf_1	12
a311oi_1	3
nand2b_1	4
nand4_1	11
inv_1	20
a21oi_1	47
-- layout make-up --
| class | instances | area (µm²) | share of cell area |
|---|---|---|---|
| Sequential cell | 55 | 981 | 0.216 |
| Timing Repair Buffer | 75 | 746 | 0.164 |
| Tap cell | 96 | 120 | 0.0265 |
| Clock buffer | 8 | 100 | 0.0221 |
| Multi-Input combinational cell | 371 | 2510 | 0.554 |
| Inverter | 21 | 78.8 | 0.0174 |
-- through the flow --
| step | total power, mW | worst slack (ns) |
|---|---|---|
| floorplan | 0.682 | 2.84 |
| finish | 1.05 | 1.52 |
| detailed placement | 0.847 | 1.54 |
| global placement | 0.844 | 1.54 |
| CTS | 1.05 | 1.52 |
| global route | 1.14 | 1.41 |
-- cells by family after synthesis --
group | share of synthesized area
multiplexers | 0.00271
adder cells (fa/ha/maj) | 0.127
latches | 0.0976
flip-flops | 0.168
buffers and inverters | 0.0536
AND-OR/OR-AND | 0.275
XOR/XNOR | 0.0654
AND/OR/NAND/NOR | 0.211
-- worst max-delay path, stage by stage --
cell and delay [ns]:
clkdlybuf4s50_1 0.48, nor2_1 0.05, a21oi_2 0.49, inv_1 0.24, clkdlybuf4s50_1 0.46
Power and IR drop assume default switching activity.
