$ cat flow/config.mk
export PLATFORM = sky130hd
export DESIGN_NAME = fifo
export DESIGN_NICKNAME = fifo
export VERILOG_FILES = /design/flow/design.v
export SDC_FILE = /design/flow/constraint.sdc
export NUM_CORES = 4
export LEC_CHECK = 1
export CORE_UTILIZATION = 30
export SYNTH_MEMORY_MAX_BITS = 65536
$ cat flow/design.v
`timescale 1ns/1ps
module fifo
#(
    parameter FACTOR = 2,
    parameter HIEGHT = 30,
    parameter WIDTH = 30,
    parameter BPP = 3,
    parameter PEXILS = HIEGHT*WIDTH,
    parameter ADDR_WR = (PEXILS/(FACTOR**2))
)
(
    input  wr_clk, rd_clk,
    input  wire        rst,
    input  wire        sh_en,
    input  wire        rd_en,
    input  wire        wr_en,
    input  wire [$clog2(PEXILS)-1:0] wr_addr,
    input  wire [(8*BPP)-1:0]  write_data,
    output reg         wr_done,
    output reg         rd_done,
    output reg  [(8*BPP)-1:0]  read_data
);
reg [(8*BPP)-1:0] data_mem [0:PEXILS-1];
reg [$clog2(PEXILS)-1:0] rd_addr = 0;
always @(posedge wr_clk) begin
    if (rst) begin
        wr_done        <= 1'b0;
    end
    else begin
        if (wr_en) data_mem[wr_addr] <= write_data;
        if(sh_en) begin
            if (wr_addr == (ADDR_WR-1)) wr_done     <= 1'b1;
            else                       wr_done     <= 1'b0;
        end
        else begin
            if (wr_addr == (PEXILS-1)) wr_done     <= 1'b1;
            else                       wr_done     <= 1'b0;
        end
    end
end
always @(posedge rd_clk) begin
    if(rd_en && !wr_en) begin
        if (wr_addr == rd_addr) begin 
            rd_done     <= 1'b1;
            rd_addr     <= rd_addr;
        end
        else begin 
            rd_done     <= 1'b0;
            rd_addr     <= rd_addr + 1;
        end
        read_data       <= data_mem[rd_addr];
    end
end
endmodule
$ cat flow/run.sh
#!/bin/bash
# OpenROAD 26Q1-2900-gdf79404cd8, Yosys 0.63+post, stock flow scripts
make -C /OpenROAD-flow-scripts/flow DESIGN_CONFIG=/design/flow/config.mk WORK_HOME=/design/flow/orfs finish
$ cat flow/constraint.sdc
current_design fifo

set clk_period 12526.6
set clk_io_pct 0.2

create_clock -name clk0 -period $clk_period [get_ports {rd_clk}]
create_clock -name clk1 -period $clk_period [get_ports {wr_clk}]

set non_clock_inputs [all_inputs -no_clocks]
set_input_delay [expr $clk_period * $clk_io_pct] -clock clk0 $non_clock_inputs
set_output_delay [expr $clk_period * $clk_io_pct] -clock clk0 [all_outputs]
==> results.toml <==
# yosys + openroad results
[run_status]
status = "finished with violations"
violations = "capacitance limit, slew limit"

[logic_synthesis]
synthCells = 35737
synthArstFlopShare_pct = 0
ys_cells = 35737
ys_seq_share_pct = 78.6
synth_flops = 21636
yosys_warnings = 1
syn-mean-instance-area_um2 = 23.1
edf_count = 21635
netlist_area_um2 = 826000
flop_cell = "edfxtp_1"
ys_chip_area_um2 = 826000
yosysUniqueCellTypes = 82

[global_routing]
grt_pass1_wl_um = 3600000
grt_overflow = 0
grt_pass1_vias = 437819
antenna_found_initial = 243
grtUsageTotal_pct = 20.4
grt_max_degree = 112

[floorplanning]
placementRows = 609
die_w_um = 1660
initCoreUtil_pct = 30.1
num_io_pins = 66
die_y_um = 1660
die_area_um2 = 2760000
coreArea_um2 = 2750000

[critical_path]
worstRegToRegCells = 18
start_kind = "input port"
r2r_slack_ns = 12514.79
crit_end = "data_mem[215][0]$_DFFE_PP_"
critPathRequiredTime_ns = 12527.64
worstPathCellList = "clkdlybuf4s50_1 > nor2b_4 > buf_4 > buf_4 > nand3_4 > buf_4 > buf_4 > nor2_4"
crit_path_end_kind = "flop"
crit_buf_inv = 5
crit_start = "wr_en"
worst-path-stages = 8
reg2reg_to = "read_data[9]$_DFFE_PP_"
crit-reg2reg-launch = "rd_addr[0]$_DFFE_PP_"
max_stage_delay_ns = 0.90
critPathMostFrequentCell = "buf_4"
crit_slowest_cell = "nand3_4"
worstPathMaxFanout = 24
critPathTopFamily = "buffers and inverters"
cp.arrival_ns = 2510.19
worstSetupPathType = "input port to flop"

[detailed_routing]
routed_wl_um = 2640000
vias = 400348
vias_per_cell = 5.17
wl_per_cell_um = 34.1
drc = 0
drtAntennaViolNets = 0
drt_iter0_drc = 30905
first_pass_iters = 7

[flow_run]
cap_violations = 1
warnings = 50

[final_timing]
whs_ns = 0.936
drv_slew = 2
setup_ws_ns = 10017.50
max_slew_margin_pct = -1.39
hold_viol_final = 0
fin_setup_tns_ns = 0
grt_setup_unrepaired = "no"
fin_skew_ns = 0.104
setup_viol = 0
max_slew.worst_pin.slew_ns = 1.50

[cells_and_area]
final_cell_area_um2 = 959000
regArea_um2 = 650000
nFillCells = 249236
logic_area_um2 = 170000
areaGrowthSynthToFinish_pct = 16.1
drive_gt1_share_pct = 30.8

[clocking]
cts.sinks = 21636
cts_hold_buf = 0
clkTransAtPathRegs_ns = 0.22
postCtsResizedCells = 0
post_cts_buffers = 0
cts_tree = "built"

[place]
gp_congestion = 0.968
hpwl_um = 1700000
place_ws_ns = 10016.10
dpl-instance-area_um2 = 888000
io_buffers = 64

[min_path]
hold_path_class = "flop to flop"
holdPathStages = 3
hp-start = "rd_addr[6]$_DFFE_PP_"
min_to = "rd_addr[7]$_DFFE_PP_"

[power_and_ir_drop]
leakagePower_nw = 293
pwr_density_cell_nw_per_um2 = 0.159
peakVddDrop_v = 0.000000114
total_power_uw = 152
==> worst min-delay path: stages (launching register included) <==
cell and delay [ns]:
edfxtp_1 0.42, buf_4 0.22, nand3_1 0.10, xnor2_1 0.06
==> cell families after synthesis <==
family          after synthesis  synth area share [%]
compound gates             3099                  2.71
xor+xnor                     18                0.0191
fa+ha+maj                     1               0.00151
buf+inv                    2169                  1.46
flops                     21636                  78.6
mux                        6622                  16.0
simple gates               2192                  1.13
==> layout by cell type (no fill, tap or decap), types with 96 or more instances in the layout <==
cell and count:
mux2i_1 1213, clkinv_2 337, o21ai_0 318, bufinv_16 149
mux2_2 122, buf_4 2674, nor3_1 144, nor2_4 267
a22oi_1 478, o22ai_1 318, a22o_1 225, o221ai_1 101
nor2_2 660, clkbuf_1 470, nor2_1 127, mux4_2 5286
a211oi_1 96, diode_2 450, a221oi_1 470, clkinv_1 495
a21oi_1 487, edfxtp_1 21635, clkbuf_16 2336, nand2_1 572
==> metrics by stage <==
| step | std cells | utilization (%) |
|---|---|---|
| 6_report | 77445 | 34.9 |
| 5_1_grt | 77291 | 34.9 |
| 4_1_cts | 76994 | 34.9 |
| 3_5_place_dp | 73036 | 32.3 |
| 3_3_place_gp | 73035 | 32.3 |
| 2_1_floorplan | 35737 | - |
==> Yosys cell counts, types with 236 or more instances <==
| cell | n | area, um^2 |
|---|---|---|
| edfxtp_1 | 21635 | 650000 |
| mux4_2 | 5286 | 119000 |
| mux2i_1 | 1214 | 12200 |
| nor2_1 | 1054 | 3960 |
| clkbuf_1 | 778 | 2920 |
| nand2_1 | 603 | 2260 |
| buf_2 | 585 | 2930 |
| a21oi_1 | 494 | 2470 |
| a22oi_1 | 481 | 3610 |
| a221oi_1 | 472 | 4130 |
| o21ai_0 | 320 | 1600 |
| o22ai_1 | 320 | 2000 |
| buf_4 | 307 | 2300 |
| buf_1 | 237 | 890 |
| buf_6 | 236 | 2660 |
==> metal layers <==
layer | part of all wire [%] | GRT usage [%] | vias to the layer above
met1 | 27 | 18.5 | 204325
li1 | - | - | 160199
met4 | 6.4 | 10.0 | 360
met5 | 0.64 | 5.48 | -
met2 | 44 | 28.2 | 30274
met3 | 22 | 20.5 | 5190
==> power by group <==
| part | total [mW] | switching (mW) | internal [mW] |
|---|---|---|---|
| sequential | 0.0799 | 0.00000933 | 0.0797 |
| combinational | 0.00742 | 0.00532 | 0.00204 |
| clock | 0.0649 | 0.0276 | 0.0372 |
==> area by class of cell <==
type	instances	share of cell area (%)
multi-input combinational	11932	17.7
inverter	6	0.00626
sequential	21636	67.8
antenna	450	0.117
clock buffer	2806	6.28
tap	36660	4.78
clock inverter	1152	1.02
timing repair buffer	2803	2.30
==> sequential cells by signal (all words and copies together) (netlist names) <==
| signal | flops |
|---|---|
| read_data | 24 |
| rd_addr | 10 |
| rd_done | 1 |
| data_mem | 21600 |
| wr_done | 1 |
Power is estimated from default activity; no workload was simulated.
