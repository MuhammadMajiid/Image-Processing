**flow/config.mk**
```make
export PLATFORM = sky130hd
export DESIGN_NAME = shrink
export DESIGN_NICKNAME = shrink
export VERILOG_FILES = /design/flow/design.v
export SDC_FILE = /design/flow/constraint.sdc
export NUM_CORES = 4
export LEC_CHECK = 1
export CORE_UTILIZATION = 40
```
**flow/constraint.sdc**
```tcl
current_design shrink

set clk_period 3.7
set clk_io_pct 0.2

create_clock -name clk0 -period $clk_period [get_ports {clk}]

set non_clock_inputs [all_inputs -no_clocks]
set_input_delay [expr $clk_period * $clk_io_pct] -clock clk0 $non_clock_inputs
set_output_delay [expr $clk_period * $clk_io_pct] -clock clk0 [all_outputs]
```
**flow/design.v**
```verilog
`timescale 1ns/1ps
module shrink
#(
    parameter FACTOR = 2,   
    parameter BPP = 3,
    parameter HIEGHT = 30,
    parameter WIDTH = 30,
    parameter integer PEXILS = HIEGHT*WIDTH
)
(
    input                    clk,
    input wire               rst,
    input wire               start,
    input wire [(8*BPP)-1:0] pixel_in,        
    output reg                       done,
    output reg  [(8*BPP)-1:0]        pixel_out,   
    output wire [$clog2(PEXILS)-1:0] wr_adrr,  
    output wire [$clog2(PEXILS)-1:0] rd_adrr    
);
localparam integer LIM = ((WIDTH+FACTOR-1)/FACTOR);
localparam IDLE = 2'b00,
           GET  = 2'b01,
           SKIP = 2'b10,
           JUMP = 2'b11;
reg [1:0] crnt_st, nxt_st;
reg [$clog2(PEXILS)-1:0] rd_address, rd_address_r;
reg [$clog2(PEXILS)-1:0] wr_address, wr_address_r;
reg [$clog2(LIM)-1:0] row_count_r, row_count, col_count, col_count_r;
always @(posedge clk) begin
    if (rst) begin
        crnt_st      <= IDLE;
        rd_address_r <= 0;
        wr_address_r <= 0;
        row_count_r  <= 0;
        col_count_r  <= 0;
    end
    else begin
        crnt_st      <= nxt_st;
        rd_address_r <= rd_address;
        wr_address_r <= wr_address;
        row_count_r  <= row_count;
        col_count_r  <= col_count;
    end
end
always @(*) begin    
    nxt_st      = crnt_st;
    rd_address  = rd_address_r;
    wr_address  = wr_address_r;
    nxt_st      = crnt_st;
    row_count   = row_count_r;
    col_count   = col_count_r;
    done        = 1'b0;
    case (crnt_st)
        IDLE: begin
            row_count         = 0;
            col_count         = 0;
            if (start) begin
                nxt_st        = GET;
                rd_address    = 0;
                wr_address    = 0;
                done          = 1'b0;
            end 
            else begin
                nxt_st        = IDLE;
                done          = 1'b1;
            end
        end
        GET: begin
            pixel_out = pixel_in;
            nxt_st    = SKIP;
        end
        SKIP: begin
            if (col_count_r == (LIM-1)) begin
                col_count  = 0;
                nxt_st     = JUMP;
            end
            else begin
                rd_address = rd_address_r + (FACTOR);
                wr_address = wr_address_r + 1'b1;
                col_count  = col_count_r + 1'b1;
                nxt_st     = GET;
            end
        end
        JUMP: begin
            if (row_count_r == (LIM-1)) begin
                row_count  = 0;
                nxt_st     = IDLE;
                done       = 1'b1;
            end
            else begin    
                rd_address     = rd_address_r + (((FACTOR-1)*HIEGHT)+2);
                wr_address     = wr_address_r + 1'b1;
                row_count      = row_count_r + 1'b1;
                nxt_st         = GET;
            end
        end
        default: nxt_st    = IDLE;
    endcase
end
assign wr_adrr = wr_address_r;
assign rd_adrr = rd_address_r;
endmodule
```
**flow/run.sh**
```bash
#!/bin/bash
# OpenROAD 26Q1-2900-gdf79404cd8, Yosys 0.63+post, stock flow scripts
make -C /OpenROAD-flow-scripts/flow DESIGN_CONFIG=/design/flow/config.mk WORK_HOME=/design/flow/orfs finish
```
==> metrics.yaml <==
ys_ff: 55
tns_ns: 0
hold-path-endpoint: "wr_address_r[9]"
ff_type: "dfxtp_1"
synth_area_mm2: 0.00195
grt_max_degree: 25
dp_cells: 326
place_area_mm2: 0.00269
regToRegEndpoint: "wr_address_r[9]"
cts_buffer_depth: 2
worst-slew-pin-transition_ns: 0.633
final_antenna_net_count: 0
final_max_slew_viol_count: 0
status: "finished clean"
drive_above_1_share: 0.0714
setup_slack_ns: 0.933
finish.instance_area_mm2: 0.00280
pre_cts_ws_ns: 0.921
ff2ff_setup_slack_ns: 1.84
drt_iter0_markers: 56
place.gp.congestion: 0.846
post_cts_resized: 0
finClkSkew_ns: 0.00616
place_hpwl_mm: 3.32
portBuffers: 70
clockRootBuffer: "clkbuf_8"
whs_ns: 0.481
finalNonFillerCells: 334
antenna_found_initial: 0
route.detailed.drc: 0
coreArea_mm2: 0.00469
lay_top_cells: "clkdlybuf4s50_1 (70), dfxtp_1 (31), dlxtn_1 (24)"
critPathKind: "input pin to output port"
power_mw: 0.826
finalCritPeriodShare: 0.748
ys_chip_area_mm2: 0.00195
area_delta_synth_final_pct: 43.8
syn_area_per_cell_um2: 9.33
maxSlewHeadroom: 0.578
p_leak_nw: 1.07
untimed_endpoints: 48
grt-ovfl-total: 0
hold_viol: 0
cap_viol_max_count: 0
die_x_um: 71.8
vias: 1739
yosysCellCount: 209
setup_viol: 0
fp_util: 0.415
top_cell_area_share: 0.318
cp.required_ns: 2.96
ios: 72
holdCritPathClass: "flip-flop to flip-flop"
clkLatencyLatePin_ns: 0.28
routed_wl_mm: 4.51
r2r_cells: 6
cts_hold_buf: 0
grt_setup_unrepaired: "no"
rows: 25
synth_cell_type_count: 45
vdd_drop_max_uv: 194
die_y_um: 71.8
startpoint_type: "input pin"
power_density_mw_per_mm2: 295
route.detailed.wl_per_inst_um: 13.5
async_reset_ff_frac: 0
edf_count: 0
tool_warnings: 28
synthCells: 209
grt_pass1_wl_mm: 7.37
cts_max_level: 2
yosysWarnings: 1
top_area_cell: "dfxtp_1"
clkTransAtPathRegs_ns: 0.06
via_per_inst: 5.21
diodes: 0
hold_depth: 2
final_common_cell: "clkdlybuf4s50_1"
numCtsBuffers: 5
min_from: "wr_address_r[9]"
first_pass_iters: 4
grt_usage: 0.184
synthTopCellsByArea: "dfxtp_1 (32%), dlxtn_1 (18%), ha_1 (4.5%), a21oi_1 (4.4%), nand2_1 (3.5%)"
critPathMaxFanout: 4
period_minus_slack_ns: 2.77
cts_tree: "built"
final_core_util: 0.597
unclocked_pins: 24
fmax_mhz: 361
arrival_ns: 2.03
crit_path_end_kind: "output port"
first_global_vias: 1510
reg2reg_from: "col_count_r[0]"
cts_setup_buffers: 0
dieArea_mm2: 0.00516
## sequential cells by signal, summed over array words and instances, names as in the netlist
name and flops:
crnt_st 4, pixel_out 24, wr_address_r 10, col_count_r 4, row_count_r 4, rd_address_r 9
## layout make-up
class	instances	area, µm²
fillers	429	1890
flip-flops and latches	55	981
multi-input cells	138	898
repair buffers	71	708
clock buffers	6	82.6
well taps	54	67.6
clock inverters	2	35.0
inverters	8	30.0
## synthesized netlist by cell type, types with 2 or more instances
cell,count
a41oi_1,2
or4_1,6
dlxtn_1,24
o31ai_1,5
or3_1,5
nand4_1,8
and3_1,3
xor2_1,4
nand3_1,10
ha_1,7
a31o_2,3
nand4_2,2
o21ai_0,7
a21oi_1,17
a31oi_1,2
xnor2_1,2
nor2_1,12
nand2_1,18
a211oi_1,2
nor3_1,3
dfxtp_1,31
inv_1,8
clkbuf_1,2
buf_2,5
## per-layer routing
layer	part of all wire	GRT usage	wire length (µm)
met1	0.48	0.274	2150
met2	0.47	0.302	2100
met3	0.047	0.0314	212
met4	0.011	0.0196	51
met5	0	0	0
## how the worst max path moves through the flow
| stage | from | to | depth (start not counted) |
|---|---|---|---|
| CTS | start | done | 3 |
| global route | start | done | 3 |
| finish | start | done | 3 |
## power breakdown
group	switching, mW	leakage [nW]	internal (mW)	total [mW]
Sequential	0.0128	0.446	0.365	0.378
Combinational	0.0394	0.565	0.0625	0.102
Clock	0.129	0.0612	0.218	0.346
## cells by family after synthesis
family | count (synthesis) | share of synthesized area
simple gates | 77 | 0.228
compound gates | 46 | 0.153
flops | 31 | 0.318
latches | 24 | 0.185
buf+inv | 16 | 0.0359
fa+ha+maj | 7 | 0.0449
xor+xnor | 6 | 0.0270
other cells | 1 | 0.00192
mux | 1 | 0.00578
## worst max-delay path, stage by stage
cell             delay [ns]
clkdlybuf4s50_1        0.46
o41ai_1                0.31
clkdlybuf4s50_1        0.52
Power figures rest on the tool's default switching activity, not on a simulated workload.
